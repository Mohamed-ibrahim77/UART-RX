<file path="flow/run.sh">
#!/bin/bash
# OpenROAD 26Q1-2900-gdf79404cd8, Yosys 0.63+post, stock flow scripts
make -C /OpenROAD-flow-scripts/flow DESIGN_CONFIG=/design/flow/config.mk WORK_HOME=/design/flow/orfs finish
</file>
<file path="flow/constraint.sdc">
current_design UART_RX_Data_Sampling

set clk_period 1.4
set clk_io_pct 0.2

create_clock -name clk0 -period $clk_period [get_ports {CLK}]

set non_clock_inputs [all_inputs -no_clocks]
set_input_delay [expr $clk_period * $clk_io_pct] -clock clk0 $non_clock_inputs
set_output_delay [expr $clk_period * $clk_io_pct] -clock clk0 [all_outputs]
</file>
<file path="flow/design.v">
module UART_RX_Data_Sampling (
	input   wire   		CLK,
    input   wire   		RST,
    input   wire   		data_samp_en,
    input   wire  [5:0] prescale,
    input 	wire   		S_RX_IN, 
    input   wire  [4:0] edge_cnt,  
    input   wire  [3:0] bit_cnt,    
    output  wire        sampled_bit,
    output  reg         sample_out_flag
);
    reg       over_sampled_bit_1;
    reg       over_sampled_bit_2;
    reg       over_sampled_bit_3;
    reg       majority_sampled_bit;  
always @(posedge CLK or negedge RST) begin 
    if(~RST) begin
        majority_sampled_bit <= 0;
        sample_out_flag <= 0;
    end 
    else if (data_samp_en) begin
        if (edge_cnt == (prescale/2)-1) begin
            over_sampled_bit_1 <= S_RX_IN;
        end
        if (edge_cnt == (prescale/2)) begin
            over_sampled_bit_2 <= S_RX_IN;
        end
        if (edge_cnt == (prescale/2)+1) begin
            over_sampled_bit_3 <= S_RX_IN;
        end
        if (edge_cnt == prescale-2) begin  
            if (bit_cnt == 1) sample_out_flag <= 1;
            case ({over_sampled_bit_1, over_sampled_bit_2, over_sampled_bit_3})
                3'b000 : majority_sampled_bit <= 0;
                3'b001 : majority_sampled_bit <= 0;   
                3'b010 : majority_sampled_bit <= 0;
                3'b011 : majority_sampled_bit <= 1;
                3'b100 : majority_sampled_bit <= 0;
                3'b101 : majority_sampled_bit <= 1;
                3'b110 : majority_sampled_bit <= 1;
                3'b111 : majority_sampled_bit <= 1;
            endcase
        end
    end
end
assign sampled_bit = majority_sampled_bit;
endmodule : UART_RX_Data_Sampling
</file>
<file path="flow/config.mk">
export PLATFORM = sky130hd
export DESIGN_NAME = UART_RX_Data_Sampling
export DESIGN_NICKNAME = UART_RX_Data_Sampling
export VERILOG_FILES = /design/flow/design.v
export SDC_FILE = /design/flow/constraint.sdc
export NUM_CORES = 4
export LEC_CHECK = 1
export CORE_AREA = 10 10 78 78
export DIE_AREA = 0 0 88 88
</file>
==> GITHUB_STEP_SUMMARY <==
### Flow metrics

| Metric | Value |
|---|---|
| Outcome | finished with violations |
| Failing checks | negative setup slack |
| # DRC | 0 |
| Skew final | 0.0969 ps |
| Final Setup Violations | 3 |
| Core area | 0.00441 sq mm |
| Worst EP required | 1320 ps |
| I/O Pins | 21 |
| Top-count cell post-synth | xnor2_1 |
| Die Wd | 88 microns |
| Final hold vios | 0 |
| WL per Instance | 11.7 microns |
| Root buf cell | clkbuf_8 |
| Worst slew margin | 81.7% |
| Top cell area share | 16.2% |
| Antenna diodes | 0 |
| Worst slack, placed | -1060 ps |
| Worst path cell trace | buf_12 -> inv_12 -> ha_4 -> or3b_4 -> or3b_4 -> a211oi_2 |
| Chip area | 0.00774 sq mm |
| Worst skew pair latency | 220 ps |
| Synth Register Bits | 5 |
| P_leak | 0.000464 uW |
| Vias in the first global route | 640 |
| H-tree Lvls | 1 |
| Drt total wl | 1820 microns |
| Avg Cell Area, Syn | 8.98 sq um |
| First-pass GRT wire length | 3110 microns |
| Sequential cell area fraction in the yosys report | 25.2% |
| Cycle use final | 115% |
| Asr flop ratio synth | 40.0% |
| Clk buf depth | 2 |
| CP Capture Type | register |
| Total GRT Usage | 4.88% |
| Grt ovf | 0 |
| Post-synth top flop | edfxtp_1 |
| Most frequent CP cell | or3b_4 |
| Setup TNS | -481 ps |
| DR vias/cell | 4.03 |
| Die height | 88 microns |
| CP delay by family, top | simple AND/OR/NAND/NOR gates |
| FP Util | 12.6% |
| Final non-filler cell total | 156 |
| Port Buffers | 20 |
| Netlist cell types | 33 |
| Routed Antenna Nets | 0 |
| Area Growth Syn to Fin | 109% |
| Area leader, netlist | edfxtp_1 |
| Initial antenna violation count | 0 |
| Vias post-DR | 628 |
| Top cells by count, synth | 10 x xnor2_1, 4 x inv_1 |
| Largest net degree at the start of global routing | 8 |
| Final setup margin | -214 ps |
| Final Max Tran Viols | 0 |
| Final Wtd Congestion | 0.887 |
| Ys cells | 62 |
| Min Tclk post-route | 1610 ps |
| DP Cell Count | 149 |
| Setup CP Type | in2reg |
| Yosys Chip Area | 557 sq um |
| Crit path largest cell delay | 400 ps |
| RSZ-0062 raised after global routing | true |
| Clk sink count | 5 |
| Slowest CP cell | or3b_4 |
| Crit start category | input pin |
| Clock slew at reported path FFs | 40 ps |
| CP Buf/Inv Count | 2 |
| Post-CTS Hold Buffers | 0 |
| OpenROAD warnings | 29 |
| Starting DRT DRC Count | 9 |
| VDD IR max | 0.278 mV |
| CTS Buf Count | 3 |
| Core Util, Final | 26.3% |
| Count of library flops with an enable pin | 3 |
| P per Cell Area | 635 mW/mm^2 |
| Slew at the pin closest to its max-slew limit | 273 ps |
| Top cells by area | edfxtp_1 16%, xnor2_1 16%, dfrtp_1 9.0% |
| Max_cap viols | 0 |
| Arr. time, crit path | 1530 ps |
| Cell Area, Synth | 557 sq um |
| Worst hold slack | 87.0 ps |
| Synth Warn # | 1 |
| Critical-path maximum fanout | 2 |
| Row count | 24 |
| CTS tree | done |
| DP HPWL | 1430 microns |
| Fraction of layout cells with a size suffix above 1 | 51.9% |
| HP Class | in2async |
| Mapped Cells | 62 |
| Fmax | 0.620 GHz |
| Total iterations of the first detailed-routing run | 4 |
per-stage QoR:
step / cell area, sq um / total power (uW)
after floorplan: 592 / 277
after global placement: 970 / 415
after detailed placement: 970 / 418
after CTS: 1120 / 724
after global routing: 1160 / 786
final: 1160 / 737
path summary, 6_finish.rpt:
check                      slack, ps          startpoint  cells past startpoint              endpoint
min reg2reg                      450     sample_out_flag                      1       sample_out_flag
max in group asynchronous       1220                 RST                      2       sample_out_flag
max reg2reg                      300  over_sampled_bit_2                      2  majority_sampled_bit
min                               90                 RST                      2  majority_sampled_bit
min in group clk0                450     sample_out_flag                      1       sample_out_flag
max                             -210         prescale[2]                      6    over_sampled_bit_1
cells in the final DEF, fill, tap and decap left out, types with 2 or more instances in the layout:
cell / count
edfxtp_1: 3
ha_4: 2
nor3_2: 2
clkdlybuf4s50_1: 7
o21ai_0: 2
clkdlybuf4s15_2: 2
xnor2_2: 5
buf_4: 19
xnor2_1: 5
clkbuf_8: 3
nand2_1: 3
o211ai_1: 3
nand4_1: 2
inv_1: 2
xor2_1: 3
or3b_4: 2
dfrtp_1: 2
buf_6: 2
dlygate4sd2_1: 6
routing by layer:
layer	track usage (%)	up-vias	wire length, microns
li1	-	315	-
met1	6.67	284	816
met2	7.14	24	790
met3	2.15	5	194
met4	0.580	0	19
met5	0	-	0
timing repair:
action                     in CTS  in global routing
setup endpoints to repair       5                  5
buffers inserted                3                  1
pin swaps                      14                  6
resized                        49                 14
cell families (layout without fill, tap and decap cells):
kind of cell    after synthesis  after routing  share of synthesized area (%)
simple gates                 21             21                           24.3
compound gates               13             13                           16.4
xor+xnor                     13             13                           20.4
buf+inv                       6             48                           5.39
flops                         5              5                           25.2
fa+ha+maj                     3              3                           6.29
mux                           1              1                           2.02
area by class of cell:
class / count / area (sq um)
repair buffers: 40 / 360
flip-flops and latches: 5 / 140
inverters: 4 / 32.5
fillers: 435 / 3250
well taps: 52 / 65.1
clock buffers: 3 / 41.3
clock inverters: 1 / 5.00
multi-input cells: 51 / 517
sequential cells by signal (all words and copies together) (netlist names):
signal,count
majority_sampled_bit,1
over_sampled_bit_1,1
over_sampled_bit_2,1
over_sampled_bit_3,1
sample_out_flag,1
power breakdown:
group	switching [uW]	internal, uW	total, uW
clock network	78.0	192	270
logic	120	174	295
registers	5.02	167	172
Power is estimated from default activity; no workload was simulated.
