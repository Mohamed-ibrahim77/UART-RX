<file path="run.sh">
#!/bin/bash
# OpenROAD 26Q1-2900-gdf79404cd8, Yosys 0.63+post, stock flow scripts
make -C /OpenROAD-flow-scripts/flow DESIGN_CONFIG=/design/flow/config.mk WORK_HOME=/design/flow/orfs finish
</file>
<file path="config.mk">
export PLATFORM = sky130hd
export DESIGN_NAME = UART_RX_Parity_check
export DESIGN_NICKNAME = UART_RX_Parity_check
export VERILOG_FILES = /design/flow/design.v
export SDC_FILE = /design/flow/constraint.sdc
export NUM_CORES = 4
export LEC_CHECK = 1
export CORE_AREA = 10 10 70 70
export DIE_AREA = 0 0 80 80
</file>
<file path="constraint.sdc">
current_design UART_RX_Parity_check

set clk_period 2.4
set clk_io_pct 0.2

create_clock -name clk0 -period $clk_period [get_ports {CLK}]

set non_clock_inputs [all_inputs -no_clocks]
set_input_delay [expr $clk_period * $clk_io_pct] -clock clk0 $non_clock_inputs
set_output_delay [expr $clk_period * $clk_io_pct] -clock clk0 [all_outputs]
</file>
<file path="design.v">
module UART_RX_Parity_check (
	input   wire   CLK,
    input   wire   RST,
    input   wire   PAR_TYP,
    input   wire   par_chk_en,   
    input   wire   sampled_bit,
    input   wire   [7:0] P_DATA,
    output  reg   par_err
);
	reg 		recieved_par;   
	reg 		calculated_par;
	reg  [7:0]  recieved_data;  
always @(posedge CLK or negedge RST) begin 
	if(~RST) begin
		par_err <= 0;
		recieved_par <= 0;  
		calculated_par <= 0;
		recieved_data <= 8'b0; 	
	end 
	else if (par_chk_en) begin
		recieved_data <= P_DATA;
		recieved_par <= sampled_bit;
		if (PAR_TYP) begin  
			calculated_par <= ~^ recieved_data;
			if (calculated_par == recieved_par) begin
				par_err <= 0;
			end
			else begin
				par_err <= 1;				
			end
		end
		else begin  
			calculated_par <=  ^ recieved_data;
			if (calculated_par == recieved_par) begin
				par_err <= 0;
			end
			else begin
				par_err <= 1;				
			end
		end
	end
end
endmodule : UART_RX_Parity_check
</file>
==> flow_metrics.tcl <==
# flow metrics
set metrics [dict create \
    status "complete, no violations" \
    routedWlPerCell_um 9.34 \
    track_usage_pct 3.30 \
    die_area_sq_mm 0.00640 \
    min_period_ns 1.56 \
    cts_buffers 3 \
    synth_cells 32 \
    top_usage_layer "met2" \
    numClockSinks 11 \
    slew_violations 0 \
    dr.pass1.iters 2 \
    worstSetupEndpointType "flip-flop" \
    fp.coreArea_sq_mm 0.00342 \
    grt.overflow.total 0 \
    portBuffers 13 \
    most-common-layout-cells "clkdlybuf4s50_1 (13), dfrtp_1 (11), mux2_2 (9)" \
    fmax_mhz 643 \
    antenna_found_initial 0 \
    start_kind "primary input" \
    crit_top_cell "xnor2_1" \
    pwr-share-comb_pct 28.2 \
    relSlewSlack_pct 63.5 \
    slowest_delay_ns 0.47 \
    reg2reg_from "recieved_data[4]" \
    cpLargestDelayFamily "XOR/XNOR gates" \
    dieHeight_um 80 \
    min-delay-start "recieved_data[4]" \
    tritoncts "done" \
    met2_usage_pct 4.82 \
    worst-path-buf-inv 1 \
    cp_cell_sequence "clkdlybuf4s50_1 > xnor2_1 > xnor3_1 > xnor2_1 > mux2_4" \
    cts-root-buf "clkbuf_4" \
    grt_first_pass_wirelength_um 1670 \
    irDropWorstVdd_mv 0.219 \
    ant_nets 0 \
    arrival_ns 1.70 \
    cts_resized 0 \
    lay_top_count "clkdlybuf4s50_1" \
    routed_wl_um 878 \
    ctsHoldBuffers 0 \
    drc 0 \
    synth.avg_cell_area_sq_um 15.5 \
    crit_fanout 1 \
    maxCapViolCount 0 \
    p_sw_share_pct 22.5 \
    via_count 298 \
    seq_power_share_pct 47.8 \
    regToRegSetupSlack_ns 0.93 \
    netlist_area_sq_um 497 \
    place_inst 90 \
    intPower_w 0.000385 \
    syn2layout_area_growth_pct 42.1 \
    grt_pass1_vias 368 \
    post_cts_buffers 0 \
    critical_path_required_ns 2.55 \
    cts_buffer_depth 2 \
    ios 14 \
    worst_pin_slew_ns 0.546 \
    clk_pin_slew_ns 0.07 \
    fin_setup_tns_ns 0 \
    drive_above_1_share_pct 29.2 \
    rsz0062_at_grt "no" \
    gr-usage-met3_pct 2.61 \
    grt_use_met1_pct 3.84 \
    yosys-stat-cells 32 \
    warnings 25 \
    fp_util_pct 14.5 \
    rows 21 \
    fin_crit_sh_pct 64.8 \
    p_sw_w 0.000112 \
    clockPowerShare_pct 24.0 \
    hold_class "reg2reg" \
    clkLatencyLatePin_ns 0.26 \
    gp_congestion 0.683 \
    critPathSlowestCell "clkdlybuf4s50_1" \
    synth-seq-area-share_pct 55.4 \
    yosysWarningCount 1 \
    hold_viol_final 0 \
    yosys_area_sq_um 497 \
    drt_iter0_markers 10 \
    critPathKind "in2reg" \
    die_w_um 80 \
    setup-violations-final 0 \
    antenna_cells_inserted 0 \
    skew_ns 0.00337 \
    numSynthFlops 11 \
    setup.worst_path.start "PAR_TYP" \
    grt_max_degree 13 \
    power_density_mw_per_mm2 704 \
    viasPerCell 3.17 \
    post_synth_num_cell_types 10 \
    leakagePower_nw 0.279 \
    finalNonFillerCells 94 \
    htreeDepth 1 \
]
[worst reg2reg max path: cells and delay by family, from the launching register on]
family,cells,cell delay [ns]
XOR/XNOR,3,0.74
flip-flops,1,0.38
multiplexers,1,0.25
[sequential cells by signal (all words and copies together), names as in the netlist]
name / cells
recieved_data: 8
calculated_par: 1
par_err: 1
recieved_par: 1
[path summary, 6_finish.rpt]
kind / end / cells past startpoint
worst max-delay path: calculated_par / 5
worst min-delay path: recieved_data[4] / 1
worst max register to register: calculated_par / 4
worst min register to register: recieved_data[4] / 1
max in group asynchronous: recieved_data[5] / 1
min in group asynchronous: par_err / 1
[power groups by stage]
stage	Sequential [W]	Combinational, W	Clock, W
after CTS	0.000239	0.000143	0.000128
after global routing	0.000243	0.000154	0.000143
final	0.000237	0.000140	0.000119
[layout make-up]
cell class / count / area [sq um]
clock buffer: 4 / 26.3
sequential: 11 / 275
fill: 376 / 2710
tap: 46 / 57.6
multi-input combinational: 20 / 216
timing repair buffer: 13 / 130
[synth_stat cells (all sizes together)]
library cell  count  area (sq um)
a21oi             1          5.00
buf               1          5.00
mux2             10           116
xnor3             1          22.5
xnor2             6          60.1
xor2              1          8.76
dfrtp            11           275
nor2              1          3.75
[routing by layer]
| layer | vias to the layer above | wire length [um] |
|---|---|---|
| li1 | 143 | - |
| met1 | 142 | 399 |
| met2 | 11 | 360 |
| met3 | 2 | 109 |
| met4 | 0 | 9 |
| met5 | - | 0 |
[cells by family (layout without fill, tap and decap cells)]
family | after synthesis | after routing | synth area share [%]
XOR/XNOR | 8 | 8 | 18.4
multiplexers | 10 | 10 | 23.4
flip-flops | 11 | 11 | 55.4
buffers and inverters | 1 | 17 | 1.01
AND-OR/OR-AND | 1 | 1 | 1.01
AND/OR/NAND/NOR | 1 | 1 | 0.755
[through the flow]
step                      hold WS (ns)  worst slack, ns  instance area, sq um  total power (W)  utilization, %
after CTS                        0.534            0.822                   706         0.000510            20.7
after global placement           0.513            0.580                   679         0.000382            19.9
final                            0.529            0.844                   706         0.000497            20.7
after detailed placement         0.519            0.563                   679         0.000386            19.9
after global routing             0.556            0.783                   706         0.000540            20.7
after floorplan                  0.184            0.991                   497         0.000334               -
Power is estimated from default activity; no workload was simulated.
